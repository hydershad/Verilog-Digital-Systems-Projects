==> /design/flow/design.v <==
module package_sort(clk, reset, weight, Grp1, Grp2, Grp3, Grp4, Grp5, Grp6, currentGrp);
input clk, reset;
input [11:0] weight;
output [7:0] Grp1, Grp2, Grp3, Grp4, Grp5, Grp6;
reg [7:0] G1, G2, G3, G4, G5, G6;
output [2:0]currentGrp;
reg [2:0]current;
reg new_weight;
initial begin
current= 0;
new_weight = 1;
end
assign Grp1 = G1;
assign Grp2 = G2;
assign Grp3 = G3;
assign Grp4 = G4;
assign Grp5 = G5;
assign Grp6 = G6;
assign currentGrp = current;
always@(weight)
begin
if(weight == 0)
begin
current = 0;
new_weight = 1;
end
else if((weight>=1) && (weight<=250))
begin
current = 3'b001;
end
else if((weight>=251) && (weight<=500)) 
begin
current = 3'b010;
end
else if((weight>=501) && (weight<=750))
begin
current = 3'b011;
end
else if((weight>=751) && (weight<=1500))
begin
 current = 3'b100;
end
else if((weight>=1501) && (weight<=2000)) 
begin
current = 3'b101;
end
else if(2000<weight)
begin
current = 3'b110;
end
else
begin
end
end  
always@(posedge reset)
begin
G1 <= 0;
G2 <= 0;
G3 <= 0;
G4 <= 0;
G5 <= 0;
G6 <= 0;
end
always@(negedge clk)
if((new_weight == 1) && (reset==0))
begin
if(current == 1)G1 = G1+1;
else if(current == 2)G2 = G2+1;
else if(current == 3)G3 = G3+1;
else if(current == 4)G4 = G4+1;
else if(current == 5)G5 = G5+1;
else if(current == 6)G6 = G6+1;
else
begin
end
new_weight = 0;
end
endmodule
==> /design/flow/run.sh <==
#!/bin/bash
# OpenROAD 26Q1-2900-gdf79404cd8, Yosys 0.63+post, stock flow scripts
make -C /OpenROAD-flow-scripts/flow DESIGN_CONFIG=/design/flow/config.mk WORK_HOME=/design/flow/orfs finish
==> /design/flow/config.mk <==
export PLATFORM = sky130hd
export DESIGN_NAME = package_sort
export DESIGN_NICKNAME = package_sort
export VERILOG_FILES = /design/flow/design.v
export SDC_FILE = /design/flow/constraint.sdc
export NUM_CORES = 4
export LEC_CHECK = 1
export CORE_AREA = 10 10 70 70
export DIE_AREA = 0 0 80 80
==> /design/flow/constraint.sdc <==
current_design package_sort

set clk_period 4.1
set clk_io_pct 0.2

create_clock -name clk0 -period $clk_period [get_ports {clk}]
create_clock -name clk1 -period $clk_period [get_ports {reset}]

set non_clock_inputs [all_inputs -no_clocks]
set_input_delay [expr $clk_period * $clk_io_pct] -clock clk0 $non_clock_inputs
set_output_delay [expr $clk_period * $clk_io_pct] -clock clk0 [all_outputs]
==> qor.txt <==
hold bufs inserted after CTS = 0
max-cap violations = 0
share of cells above drive strength 1 = 0.0291
stages on the worst setup path = 7
WP buf/inv = 2
WL final = 1.51 mm
filler instances = 394
Layout Utilization = 0.197
Yosys Instances = 87
Critical Path End = currentGrp[0]
Post-Synth Adder-Cell Area = 0
Die X = 80 microns
xor/xnor share of the synthesized area = 0
commonest cells after routing, fill and taps aside = conb_1, clkdlybuf4s50_1, nand3_1
Top logic family = buffers and inverters
Max stage delay cell, worst path = clkdlybuf4s50_1
Boundary Pins = 65
dominant logic cell type in the layout = conb_1
Most used DFF post-synth = dlxtn_1
critical path arrival = 3.12 ns
smallest setup slack after layout = 0.162 ns
max reg flops = 3
die height = 80 microns
vias per inst = 3.16
post-route ant nets = 0
register pins left without a clock = 3
Crit path max-delay family = buffers and inverters
largest net degree at the start of global routing = 9
Tool Warnings = 30
Post-synth ARST share = 0
cell type with the largest total area = buf_4
outcome = completed
Power per Cell Area = 56.1 nW/um^2
GP Congestion = 0.848
# DRC = 0
Post-CTS Setup Bufs = 0
FP Core Util = 0.186
row cnt = 21
number of unconstrained endpoints = 3
WL/cell = 10.1 microns
CP Launch Point = weight[9]
Worst path max stage delay = 0.54 ns
dpl ws = 0.0635 ns
core footprint = 3420 sq um
crit-path cells = clkdlybuf4s50_1 > or4_4 > a41oi_2 > a21boi_1 > a211o_1 > dlxtn_1 > clkdlybuf4s50_1
vias in the first global route = 480
aoi/oai-family share of the synthesized area = 0.197
count of library flops with an enable pin = 0
flop and latch count out of synthesis = 3
initial antenna violation count = 1
P_leak = 0.339 nW
crit end category = output port
CP required = 3.28 ns
Area Growth Syn to Fin = 6.11%
Pins Over Slew Limit = 0
Yosys chip area = 634 sq um
global-route wire length before repair = 2.18 mm
placed wire-length estimate = 1.37 mm
Final TNS setup = 0 ns
crit-path max FO = 8
Ys Warns = 98
Tot GR Track Use = 0.0398
Syn Inst Count = 87
post-synth cell types = 27
Initial DRC Count = 35
Overflow after GRT = 0
Crit Path Class = input port to output port
Top cell by count, worst path = clkdlybuf4s50_1
Simple-Gate Fraction of Synth Area = 0.146
Initial DRT Pass Iterations = 4
Post-Syn Area = 634 sq um
area share, top type = 0.568
CP Launch Type = input port
PortBufs = 15
mux cell area share after synthesis = 0
Final Hold Viols = 0
detailed-route via count = 474
Largest cells by area = buf_4, dlxtn_1, nand3_1
VDD IR max = 0.00937 mV
Mean Syn Cell Area = 7.29 sq um
Final setup viols = 0
RSZ-0062 raised after global routing = no
chip area = 6400 sq um
logic make-up (layout without fill, tap and decap cells):
group / after synthesis / after routing
buf+inv: 50 / 16
simple gates: 17 / 17
compound gates: 16 / 16
latches: 3 / 3
other cells: 1 / 52
layout make-up:
cell class / instances / area (sq um) / area share
timing repair buffer: 15 / 155 / 0.230
antenna: 1 / 2.50 / 0.00372
multi-input combinational: 84 / 409 / 0.608
inverter: 1 / 3.75 / 0.00558
sequential: 3 / 45.0 / 0.0669
tap: 46 / 57.6 / 0.0855
power breakdown:
group	internal, mW	total (mW)	switching (mW)
registers	0.00267	0.00291	0.000239
logic	0.0180	0.0349	0.0169
clock network	0.0000000326	0.0000000326	0
per-stage QoR:
step                power (mW)  cell area, sq um  cells
floorplan               0.0465               822    137
global placement        0.0396               666    149
detailed placement      0.0394               666    149
CTS                     0.0397               666    149
global route            0.0438               673    150
finish                  0.0378               673    150
Yosys cell counts (2+ instances only):
| cell type | number |
|---|---|
| a211oi_1 | 2 |
| a21oi_1 | 2 |
| buf_4 | 48 |
| dlxtn_1 | 3 |
| nand2_1 | 3 |
| nand3_1 | 4 |
| nor2_1 | 3 |
| nor4_1 | 3 |
metal layers:
metal,GRT usage,up-vias,part of all wire
met5,0,-,0
met4,0,0,0
met3,0.0193,0,0.13
met2,0.0626,39,0.41
met1,0.0510,197,0.47
li1,-,238,-
what timing repair did:
action,4_1_cts,5_1_grt
gates resized,0,2
setup endpoints to repair,0,1
endpoints found under the hold margin,0,0
Power and IR drop assume default switching activity.
