### design/flow/design.v
module VGA(pixelclk,strobecount, sw, hsync,vsync, Red, Green, Blue, Keyin); 
input pixelclk;
input [7:0] sw, Keyin;
input[3:0]strobecount;
output [3:0] Red, Green, Blue;
output reg hsync, vsync;
reg [9:0] hcount, vcount;
reg[2:0] orient, orientold;  
reg [11:0] xpos, ypos, xsize, ysize;
reg[20:0] movecount, speed;
reg pause, alive, newkey;
reg [7:0]keyold;
reg[3:0] R, G, B, blackout;
assign Red = R & blackout;
assign Green = G & blackout;
assign Blue = B & blackout;
initial
begin
hcount = 0;
vcount = 0;
R = 0; 
G = 0;
B = 0;
orient = 0;
orientold = 0;
blackout = 4'b1111;
alive = 1;
pause = 1;
xpos = 300;
ypos = 200;
 xsize = 39;
 ysize = 9;
speed = 21'b001000000000000000000;
end
always @(*)
begin
if(pause == 0)
begin
    if(orient>1)
    begin
    xsize = 9;
    ysize = 39;
    end
    else
    begin
    xsize = 39;
    ysize = 9;
    end
end
if(hcount >= 659 && hcount <= 755) hsync <= 1'b0; 
else hsync <= 1'b1; 
if(vcount >= 493 && vcount <= 494) vsync <= 1'b0; 
else vsync <= 1'b1;
end 
always @(posedge pixelclk)
begin
if((strobecount == 1)||(Keyin != keyold))newkey = 1;
if((newkey))
begin
newkey = 0;
    case(Keyin)
        'h74:  
            begin
                if(pause==0)
                begin
                orient = 2'b00;  
                    if(orientold == 2'b10)
                    begin
                    ypos = ypos + 30;
                    end
                orientold = orient;
                end
            end
        'h6b:  
            begin
                if(pause==0)
                begin
                orient = 2'b01;  
                if(orientold == 2'b11)
                    begin
                    xpos = xpos-30;
                    end
                if(orientold == 2'b10)
                    begin
                    xpos = xpos-30;
                    ypos= ypos+30;
                    end
                orientold = orient;
                end
            end
        'h75:  
            begin
                if(pause==0)
                begin
                orient = 2'b10;  
                if(orientold == 2'b00)
                    begin
                    ypos = ypos - 30;
                    end
                if(orientold == 2'b01)
                    begin
                    ypos = ypos - 30;
                    xpos = xpos + 30;
                    end
                orientold = orient;
                end
            end
        'h72:  
            begin
                if(pause==0)
                begin
                orient = 2'b11;  
                if(orientold == 2'b01)
                    begin
                    xpos = xpos + 30;
                    end   
                orientold = orient;
                end
            end
        'h1b: 
        begin
        pause = 0;  
        orient = 0;
        blackout = 4'b1111;
        xpos = 300;
        ypos = 200;
        alive = 1;
        end
        'h4d: if(alive)pause = 1;  
        'h2d: if(alive)pause = 0;  
        'h76:    
         begin
         alive = 0;
         pause = 1;
         blackout = 4'b0000;
         end
        'h05: if(pause ==0)speed =  21'b010000000000000000000;
        'h06: if(pause ==0)speed =  21'b001000000000000000000;
        'h04: if(pause ==0)speed =  21'b000100000000000000000;
        'h0C: if(pause ==0)speed =  21'b000010000000000000000;
        default: blackout = 4'b1111;
    endcase
    keyold = Keyin;
end
if((pause == 0))
begin
    if((xpos<1) || ((xpos+xsize)>638) || (ypos<1) || ((ypos+ysize)>478))
    begin
    pause = 1;
    alive = 0;
    end
    else if(movecount==speed)
    begin
    movecount = 0;
        case(orient)
        2'b00:xpos = xpos+1;
        2'b01:xpos = xpos-1;
        2'b10:ypos = ypos-1;
        2'b11:ypos = ypos+1;
        endcase
    end
    else movecount = movecount+1;
end
if(hcount == 800) 
begin
hcount = 0; 
if(vcount == 525)vcount = 0;
else vcount = vcount + 1; 
end
else 
begin
hcount = hcount + 1; 
vcount = vcount; 
end
if(hcount < 640 && vcount < 480)
begin
    if( (((xpos)<= hcount) && (hcount<=(xpos+xsize))) && (((ypos)<=vcount) && (vcount<=(ypos+ysize))) )
    begin
        case (sw) 
        8'b00000001: 
        begin
        R <= 4'b1111; 
        G <= 4'b1111; 
        B <= 4'b1111;  
        end 
        8'b00000010: 
        begin
        R <= 4'b1111; 
        G <= 0;
        B <= 0;  
        end 
        8'b00000100: 
        begin
        R <= 4'b1111; 
        G <= 4'b1111; 
        B <= 4'b1111;  
        end 
        8'b00001000: 
        begin
        R <= 4'b1111; 
        G <= 0; 
        B <= 0;  
        end 
        8'b00010000: 
        begin
        R <= 0; 
        G <= 4'b1111; 
        B <= 0;  
        end 
        8'b00100000: 
        begin
        R <= 0; 
        G <= 4'b1111; 
        B <= 0;  
        end 
        8'b01000000: 
        begin
        R <= 4'b1111; 
        G <= 0; 
        B <= 0;  
        end 
        8'b10000000: 
        begin
        R <= 0; 
        G <= 0; 
        B <= 4'b1111;
        end 
        default: 
        begin
        R <= 0;
        G <= 0; 
        B <= 0;
        end
        endcase  
     end
    else
    begin
     case (sw) 
           8'b00000001: 
           begin
           R <= 0; 
           G <= 0; 
           B <= 0;  
           end 
           8'b00000010: 
           begin
           R <= 0; 
           G <= 0;
           B <= 4'b1111;  
           end 
           8'b00000100: 
           begin
           R <= 4'b1001; 
           G <= 4'b0100; 
           B <= 4'b0001;  
           end 
           8'b00001000: 
           begin
           R <= 4'b0000; 
           G <= 4'b1111; 
           B <= 4'b1111;  
           end 
           8'b00010000: 
           begin
           R <= 4'b1111; 
           G <= 0; 
           B <= 0;  
           end 
           8'b00100000: 
           begin
           R <= 4'b1001; 
           G <= 0; 
           B <= 4'b1001;  
           end 
           8'b01000000: 
           begin
           R <= 4'b1111; 
           G <= 4'b1111; 
           B <= 0;  
           end 
           8'b10000000: 
           begin
           R <= 4'b1111; 
           G <= 4'b1111; 
           B <= 4'b1111;  
           end 
           default: 
           begin
           R <= 0;
           G <= 0; 
           B <= 0;
           end
           endcase  
   end
end
else
begin
R <= 0; 
G <= 0; 
B <= 0;
end
end
endmodule
module clkDivider(clk, clockvalue , slowClk);
  input clk;  
  output reg slowClk;  
  input [1:0] clockvalue; 
  reg[1:0] counter;
  initial begin
    counter = 0;
    slowClk = 0;
  end
  always @ (posedge clk)
  begin
    if(counter == clockvalue) begin
      counter <= 1;
      slowClk <= ~slowClk;
    end
    else begin
      counter <= counter + 1;
    end
  end
endmodule 
### design/flow/run.sh
#!/bin/bash
# OpenROAD 26Q1-2900-gdf79404cd8, Yosys 0.63+post, stock flow scripts
make -C /OpenROAD-flow-scripts/flow DESIGN_CONFIG=/design/flow/config.mk WORK_HOME=/design/flow/orfs finish
### design/flow/config.mk
export PLATFORM = sky130hd
export DESIGN_NAME = VGA
export DESIGN_NICKNAME = VGA
export VERILOG_FILES = /design/flow/design.v
export SDC_FILE = /design/flow/constraint.sdc
export NUM_CORES = 4
export LEC_CHECK = 1
export CORE_UTILIZATION = 30
### design/flow/constraint.sdc
current_design VGA

set clk_period 12.8
set clk_io_pct 0.2

create_clock -name clk0 -period $clk_period [get_ports {pixelclk}]

set non_clock_inputs [all_inputs -no_clocks]
set_input_delay [expr $clk_period * $clk_io_pct] -clock clk0 $non_clock_inputs
set_output_delay [expr $clk_period * $clk_io_pct] -clock clk0 [all_outputs]
==> out/metrics.yaml <==
worst_setup_path:
  cp.required_ns: 13.07
  arrival_ns: 11.79
  r2r_cells: 39
  critPathMaxFanout: 16
  end_kind: "flop"
  crit_type: "in -> reg"
  r2r-start: "xpos[2]"
  startpoint_type: "input port"
  r2r-end: "G[1]"
  crit_top_cell: "a21oi_1"
  critPathMaxStageDelay_ns: 0.77
  rrSetupSlack_ns: 2.97
  slowest_stage: "clkdlybuf4s50_1"
synth:
  synth.avg_cell_area_um2: 7.940
  synth_cells: 1340
  synth_area_um2: 10640
  ys_chip_area_um2: 10640
  yosys.area.top_type: "dfxtp_1"
  ys.warnings.count: 1
  synth_cell_type_count: 107
  synth_flops: 111
  async_flop_share_pct: 0
  synthMostInstantiatedCell: "nor2_1"
  synthTopCellsByArea: "dfxtp_1 (14%), edfxtp_1 (9.0%), ha_1 (8.8%)"
  top_cell_area_share_pct: 14.49
  synthTopCellsByCount: "nor2_1 (125), nand2_1 (111), dfxtp_1 (77), inv_1 (77), ha_1 (75)"
  synth-edff-count: 32
  flop_cell: "dfxtp_1"
  yosys-stat-cells: 1340
sta:
  hold-worst-slack_ns: 0.4556
  setup-tns-final_ns: 0
  max_slew_margin_pct: 33.77
  fmax_ghz: 0.08681
  untimed_endpoints: 2
  unclocked_pins: 2
  final.min_clock_period_ns: 11.52
  fin_crit_sh_pct: 90.00
  worst_pin_slew_ns: 0.9806
  slew_viol_final: 0
  final-setup-viol-count: 0
  fin_skew_ns: 0.01337
  rsz0062_at_grt: "false"
  hold_viol_final: 0
final_layout:
  drive_above_1_share_pct: 6.786
  final_cells: 1797
  combGateArea_um2: 7438
  ff_latch_area_um2: 2532
  fill_cells: 3575
  syn2layout_area_growth_pct: 9.303
  design_area_um2: 11630
routing:
  ant_nets: 0
  dr.pass1.iters: 5
  drc: 0
  routed_via_density: 5.554
  first_iter_violations: 634
  routed-via-count: 9980
  wirelength_mm: 29.52
  wl_per_cell_um: 16.43
global_routing:
  groute.usage.overall_pct: 16.69
  antenna_found_initial: 0
  gr-total-overflow: 0
  grt_pass1_wl_mm: 48.00
  grt_pass1_vias: 9261
  grt_max_degree: 33
place:
  gp_congestion: 1.008
  dpl_cell_area_um2: 11310
  hpwl_mm: 22.28
  portBuffers: 34
  place_inst: 1780
cts:
  clk_pin_slew_ns: 0.09
  cts_setup_buffers: 0
  cts_tree: "built"
  htreeDepth: 3
  cts_buffer_depth: 2
  cts_resized: 0
  clockRootBuffer: "clkbuf_16"
  numCtsBuffers: 9
  holdBufCountCts: 0
  insertion_delay_ns: 0.37
die:
  chipArea_um2: 36220
  ioPinCount: 35
  core_area_um2: 34710
  row_count: 68
  die_y_um: 190.3
  fp_util_pct: 30.65
  die_w_um: 190.3
hold_path:
  hold_path.class: "reg -> reg"
  hold_path.startpoint: "speed[17]"
  worstHoldEndpoint: "speed[17]"
  hold_depth: 2
power_and_ir_drop:
  cellLeakagePower_nw: 4.345
  powerDensity_nw_per_um2: 89.07
  p_total_w: 0.001036
  peakVddDrop_v: 0.00007984
status:
  status: "finished clean"
flow_run:
  cap_viol_max_count: 0
  log.warning_count: 37
state kept, by name, summed over array words and instances, names as in the netlist:
| signal | cells |
|---|---|
| orient | 3 |
| B | 3 |
| ypos | 12 |
| keyold | 8 |
| xpos | 12 |
| orientold | 2 |
| blackout | 1 |
| hcount | 10 |
| speed | 21 |
| G | 2 |
| R | 2 |
| xsize | 2 |
| alive | 1 |
| movecount | 21 |
| pause | 1 |
| vcount | 10 |
layer usage:
metal / routed length [um] / vias to the layer above / global-route usage (%) / share of wire (%)
met1: 13750 / 4607 / 24.52 / 47
li1: - / 4958 / - / -
met3: 2195 / 52 / 3.118 / 7.4
met5: 0 / - / 0 / 0
met2: 12960 / 363 / 25.89 / 44
met4: 614 / 0 / 3.292 / 2.1
worst max path at each step:
stage                 cells after the start  slack (ns)   end      from
after global routing                     34        0.58  G[1]  Keyin[3]
final                                    34        1.28  G[1]  Keyin[3]
after CTS                                36        1.37  B[3]  Keyin[3]
final cells by class:
cell class              count  area share [%]
repair buffers             52           4.089
clock buffers               9           1.937
clock inverters             7          0.7639
flip-flops and latches    111           21.78
multi-input cells        1083           63.97
inverters                  79           2.550
diodes                      1         0.02152
well taps                 455           4.896
cell usage in the layout, fill, tap and decap left out, types with 12 or more instances in the layout:
cell type	count
nor2_1	125
nand2_1	111
dfxtp_1	77
inv_1	77
ha_1	75
xnor2_1	68
nand3_1	56
a21oi_1	54
o21ai_0	53
xor2_1	45
nor3_1	43
clkdlybuf4s50_1	34
edfxtp_1	32
and2_1	31
nand4_1	27
and3_1	25
nor4_1	23
a31oi_1	23
buf_4	18
or3_1	16
a21o_1	16
o211ai_1	14
nor2b_1	12
and4_1	12
where the power goes:
part	switching [W]	total, W	leakage [nW]	internal [W]
Combinational	0.000189	0.000312	3.25	0.000124
Sequential	0.0000422	0.000416	0.943	0.000373
Clock	0.000150	0.000308	0.152	0.000157
Total	0.000381	0.00104	4.35	0.000655
kinds of logic after synthesis:
family | count (synthesis) | synth area share (%)
muxes | 13 | 1.270
latches | 2 | 0.2823
AOI/OAI and AO/OA | 304 | 20.42
and+or+nand+nor | 574 | 29.35
adders and majority gates | 79 | 9.573
buffers and inverters | 146 | 6.280
xor gates and xnor gates | 113 | 9.303
DFF | 109 | 23.52
critical path, delay by kind of cell:
| family | cells | cell delay [ns] |
|---|---|---|
| simple gates | 10 | 2.66 |
| buf+inv | 1 | 0.77 |
| xor+xnor | 1 | 0.19 |
| fa+ha+maj | 3 | 0.98 |
| compound gates | 19 | 4.62 |
metrics by stage:
| step | util (%) | setup slack, ns |
|---|---|---|
| floorplan | - | 2.298 |
| global placement | 32.59 | 1.165 |
| CTS | 33.49 | 1.373 |
| detailed placement | 32.59 | 1.062 |
| finish | 33.50 | 1.281 |
| global route | 33.49 | 0.5806 |
Power and IR drop assume default switching activity.
